==> design.v <==
module apb_slave(input  clk,
		        rst_n,
	       	        psel,
	       	        penable,
		        pwrite,
		 output pready,
			wr_en,
       			rd_en			
	        );
	assign pready = 1'b1;
	assign wr_en = psel & penable &  pwrite;
	assign rd_en = psel & penable & ~pwrite;
endmodule
module counter(	input wire 		clk		,
       		input wire 		rst_n		,
		input wire 		cnt_en		,
		input wire 		tdr0_wr_sel	,
		input wire 		tdr1_wr_sel	,
		input wire 	[31:0] 	pwdata		,
		output reg	[63:0]	cnt		);
		always @(posedge clk or negedge rst_n) begin
			if(!rst_n) 		cnt 		<= 64'h0	;
			else if(tdr0_wr_sel) 	cnt	[31: 0] <= pwdata	;
			else if(tdr1_wr_sel) 	cnt	[63:32] <= pwdata	;
			else if(cnt_en)		cnt 		<= cnt + 1'b1	;
			else 			cnt 		<= cnt		;
		end
endmodule
module counter_mode(
			input wire 		clk		,
			input wire 		rst_n		,
			input wire 		div_en		,
		    	input wire	[3:0]	div_val		,
			input wire		halt_req	,
		    	input wire 		timer_en	,
    			output wire 		cnt_en		);
	wire 		init_cnt	; 
	wire		normal_mode	;
	wire 		mode0		; 
	wire 		ctrl_mode	; 
	reg	[7:0] 	limit		;
	reg	[7:0]	cnt_limit	; 
	always @(*) begin
		case(div_val)
			4'b0001:	limit = 1	;
			4'b0010:	limit = 3	;
			4'b0011:	limit = 7	;
			4'b0100:	limit = 15	;
			4'b0101:	limit = 31	;
			4'b0110:	limit = 63	;
			4'b0111:	limit = 127	;
			4'b1000:	limit = 255	;
			default: 	limit = 0	;
		endcase
	end
	assign init_cnt    = (cnt_limit == limit) | !div_en | !timer_en;
	assign normal_mode = timer_en & !div_en;
	assign mode0       = timer_en & div_en & (div_val == 0);
       	assign ctrl_mode   = timer_en & div_en & (div_val != 0);
	always @(posedge clk or negedge rst_n) begin
		if(!rst_n) 		cnt_limit <= 8'h0		;
		else if(init_cnt)	cnt_limit <= 8'h0		;
		else if(ctrl_mode) 	cnt_limit <= cnt_limit + 1'b1	;
		else 			cnt_limit <= cnt_limit		;
	end
	assign cnt_en = normal_mode | mode0 | (ctrl_mode & (cnt_limit == limit));
endmodule
module interrupt(input wire 		clk		,
		 input wire 		rst_n		,
		 input wire	[63:0] 	cnt		,
		 input wire 	[63:0]	tcmp		,
		 input wire 		int_en		,
		 input wire 		tisr_wr_sel	,
		 input wire 	[31:0]	pwdata  	,
		 output reg 		int_st		,			
		 output wire 		tim_int		);
	wire int_set, int_clr;
        assign int_set = (cnt == tcmp) ? 1 : 0; 
	assign int_clr = ((int_st == 1'b1) & tisr_wr_sel & (pwdata[0] == 1'b1));
	always @(posedge clk or negedge rst_n) begin
		if(!rst_n) 		int_st <= 1'b0	;
		else if(int_clr) 	int_st <= 1'b0	;
		else if(int_set)	int_st <= 1'b1	;
		else 			int_st <= int_st;
	end
	assign tim_int = int_st & int_en;
endmodule
module register(input wire 		clk        ,
		input wire 		rst_n      ,
		input wire 		wr_en      ,
		input wire 		rd_en      ,
		input wire      	int_st     ,
		input wire	[63:0]  cnt        ,
		input wire	[11:0]  paddr      ,
		input wire  	[31:0]  pwdata     ,
		output reg    	[31:0]  prdata     ,
		output reg    	[3 :0]  div_val    ,
		output reg 	       	div_en     ,
		output wire	       	tdr0_wr_sel,
		output wire	       	tdr1_wr_sel,
		output reg	       	timer_en   ,	       
		output wire	       	pslverr    ,
		output reg	       	halt_req   ,
		output reg		int_en     ,	 
		output wire 		tisr_wr_sel,
		output wire[63:0]	tcmp
	);
	parameter TCR_OFFSET   = 12'h00;
	parameter TDR0_OFFSET  = 12'h04;
	parameter TDR1_OFFSET  = 12'h08;
	parameter TCMP0_OFFSET = 12'h0C;
	parameter TCMP1_OFFSET = 12'h10;
	parameter TIER_OFFSET  = 12'h14;
	parameter TISR_OFFSET  = 12'h18;	
	parameter THCSR_OFFSET = 12'h1C;
	assign pslverr = 0;
	wire tcr_sel  	;
	wire tdr0_sel 	;
	wire tdr1_sel 	;
	wire tcmp0_sel	;
	wire tcmp1_sel	;
	wire tier_sel 	;
	wire tisr_sel 	;
	wire thcsr_sel	;
	assign tcr_sel   = wr_en & (paddr == TCR_OFFSET  )	; 
	assign tdr0_sel  = wr_en & (paddr == TDR0_OFFSET )	;
	assign tdr1_sel  = wr_en & (paddr == TDR1_OFFSET )	; 
	assign tcmp0_sel = wr_en & (paddr == TCMP0_OFFSET)	; 
	assign tcmp1_sel = wr_en & (paddr == TCMP1_OFFSET)	; 
	assign tier_sel  = wr_en & (paddr == TIER_OFFSET )	; 
	assign tisr_sel  = wr_en & (paddr == TISR_OFFSET )	; 
	assign thcsr_sel = wr_en & (paddr == THCSR_OFFSET)	; 
	reg[31:0] tcmp0, tcmp1;
	always @(posedge clk or negedge rst_n) begin
		if(!rst_n) begin
			div_val  <= 4'h1		;
			div_en   <= 1'b0		;
			timer_en <= 1'b0		;
			tcmp0    <= 32'hFFFF_FFFF	;
			tcmp1    <= 32'hFFFF_FFFF	;
			int_en   <= 1'b0		;
			halt_req <= 1'b0		;	
		end else if(wr_en) begin
                        case(paddr)
				 TCR_OFFSET: begin                                         
                                         {div_en, timer_en}  <= pwdata[1:0]				;
                                         if(pwdata[11:8] <= 4'h8) div_val[3:0] <= pwdata[11:8]    	;
                                         else                     div_val[3:0] <= div_val[3:0]         	;
                                 end
                                 TCMP0_OFFSET: begin
                                         tcmp0  <= pwdata	;
                                 end
                                 TCMP1_OFFSET: begin
                                         tcmp1  <= pwdata	;
                                 end
                                 TIER_OFFSET: begin
                                         int_en <= pwdata[0]	;
                                 end
                                 THCSR_OFFSET: begin
                                         halt_req <= pwdata[0]	;
                                 end
                                 default: begin
 					  div_val  <= div_val      ;
                                          div_en   <= div_en       ;
                                          timer_en <= timer_en     ;
                                          tcmp0    <= tcmp0        ;
                                          tcmp1    <= tcmp1        ;
                                          int_en   <= int_en       ;
                                          halt_req <= halt_req     ;
                                 end
                        endcase
		end else begin
 					  div_val  <= div_val      ;
                                          div_en   <= div_en       ;
                                          timer_en <= timer_en     ;
                                          tcmp0    <= tcmp0        ;
                                          tcmp1    <= tcmp1        ;
                                          int_en   <= int_en       ;
                                          halt_req <= halt_req     ;
		end
	end
	always @(*) begin
		if(rd_en) begin
			case(paddr) 	
				TCR_OFFSET  	: prdata = {20'b0, div_val[3:0], 6'b0, div_en, timer_en};
				TDR0_OFFSET 	: prdata = cnt[31: 0] ;
		       		TDR1_OFFSET 	: prdata = cnt[63:32] ;
				TCMP0_OFFSET	: prdata = tcmp0;
				TCMP1_OFFSET	: prdata = tcmp1;
				TIER_OFFSET 	: prdata = {31'h0, int_en};	
				TISR_OFFSET 	: prdata = {31'h0, int_st};	
				THCSR_OFFSET	: prdata = {31'h0, halt_req};
				default     	: prdata = 32'h0; 
			endcase
		end else 	  	      	  prdata = 32'h0;
	end		
	assign tdr0_wr_sel = tdr0_sel;
	assign tdr1_wr_sel = tdr1_sel;
	assign tisr_wr_sel = tisr_sel;
	assign tcmp = {tcmp1, tcmp0};
endmodule
module timer_top(	input wire 		sys_clk		,
			input wire 		sys_rst_n	,
			input wire 		tim_psel	,
			input wire 		tim_penable	,
			input wire 		tim_pwrite	,
			input wire	[3 :0]	tim_pstrb	,
			input wire 	[31:0]	tim_pwdata		,
			input wire 	[11:0] 	tim_paddr		,
			input wire 		dbg_mode	,
			output wire 	[31:0]  tim_prdata		,
			output wire		tim_int		,
			output wire 		tim_pready	,
			output wire 		tim_pslverr	);
	wire wr_en, rd_en;
	wire timer_en, div_en, cnt_en;
	wire [63:0] cnt, tcmp;
	wire [3 :0] div_val;
	wire halt_req, int_st, int_en, tdr0_wr_sel, tdr1_wr_sel, tisr_wr_sel;
	apb_slave 	apb_slave_dut(	.clk	(sys_clk)	,
					.rst_n	(sys_rst_n)	,
					.psel	(tim_psel)	,
					.pwrite	(tim_pwrite)	,
					.penable(tim_penable)	,
					.wr_en	(wr_en)		,
					.pready	(tim_pready)	,
					.rd_en	(rd_en)		);
	register 	register_dut(	.clk		(sys_clk)	,
					.rst_n		(sys_rst_n)	,
					.wr_en		(wr_en)		,
					.rd_en		(rd_en)		,
					.paddr		(tim_paddr)	,
					.pwdata		(tim_pwdata)	,
					.pslverr	(tim_pslverr)	,
					.cnt		(cnt)		,
					.halt_req	(halt_req)	,
					.int_st		(int_st)	,
					.prdata		(tim_prdata)	,
					.div_en		(div_en)	,
					.div_val	(div_val)	,
					.int_en		(int_en)	,
					.timer_en	(timer_en)	,
					.tdr0_wr_sel	(tdr0_wr_sel)	,
					.tdr1_wr_sel	(tdr1_wr_sel)	,
					.tisr_wr_sel	(tisr_wr_sel)	,
					.tcmp		(tcmp)		);
	interrupt 	interrupt_dut(	.clk		(sys_clk)	,
					.rst_n		(sys_rst_n)	,
					.cnt		(cnt)		,
					.tcmp		(tcmp)		,
					.int_en		(int_en)	,
					.tisr_wr_sel	(tisr_wr_sel)	,
					.pwdata		(tim_pwdata)	,
					.int_st		(int_st)	,
					.tim_int	(tim_int)	);
	counter_mode 	counter_mode_dut(	.clk		(sys_clk)	,
						.rst_n		(sys_rst_n)	,
						.div_en		(div_en)	,
						.div_val	(div_val)	,
						.halt_req	(halt_req)	,
						.timer_en	(timer_en)	,
						.cnt_en		(cnt_en)	);
	counter 	counter_dut(	.clk		(sys_clk)	,
					.rst_n		(sys_rst_n)	,
					.cnt_en		(cnt_en)	,
					.tdr0_wr_sel	(tdr0_wr_sel)	,
					.tdr1_wr_sel	(tdr1_wr_sel)	,
					.pwdata		(tim_pwdata)	,
					.cnt		(cnt)		);	
endmodule
==> run.sh <==
#!/bin/bash
# OpenROAD 26Q1-2900-gdf79404cd8, Yosys 0.63+post, stock flow scripts
make -C /OpenROAD-flow-scripts/flow DESIGN_CONFIG=/design/flow/config.mk WORK_HOME=/design/flow/orfs finish
==> config.mk <==
export PLATFORM = sky130hd
export DESIGN_NAME = timer_top
export DESIGN_NICKNAME = timer_top
export VERILOG_FILES = /design/flow/design.v
export SDC_FILE = /design/flow/constraint.sdc
export NUM_CORES = 4
export LEC_CHECK = 1
export CORE_UTILIZATION = 40
==> constraint.sdc <==
current_design timer_top

set clk_period 9.8
set clk_io_pct 0.2

create_clock -name clk0 -period $clk_period [get_ports {sys_clk}]

set non_clock_inputs [all_inputs -no_clocks]
set_input_delay [expr $clk_period * $clk_io_pct] -clock clk0 $non_clock_inputs
set_output_delay [expr $clk_period * $clk_io_pct] -clock clk0 [all_outputs]
==> CHANGELOG.md <==
### Changed

- Outcome: completed
- DR WL/cell: 22.5 um
- Pin count of the biggest net entering global routing: 62
- Power per unit of standard cell area: approximately 120 nW/um^2
- WL final: 29400 um
- Final period demand of the worst path: 7550 ps
- RSZ-0062 raised after global routing: false
- Total negative setup slack: 0 ps
- Final setup vio count: 0
- Number of design rule violations left after detail routing: 0
- Worst hold slack: 511 ps
- Share of synthesized area occupied by flip-flops and latches: around 40%
- Number of cells after detailed placement: roughly 1300
- Clock transition at the register clock pins on the worst setup and hold paths after CTS: around 50 ps
- Most frequently placed logic cells in the final layout: 80 x sky130_fd_sc_hd__a21oi_1, 80 x sky130_fd_sc_hd__dfrtp_1, 80 x sky130_fd_sc_hd__clkdlybuf4s50_1
- Hold EP: register_dut.halt_req
- Origin of the critical flop-to-flop path: counter_dut.cnt[0]
- Antenna-violating nets left: 0
- Cell count of the worst hold path: 1
- Total CTS buffers: 17
- Critical R2R Capture: counter_dut.cnt[58]
- First-pass GRT wire length: approximately 46000 um
- Transition time at the pin with the least slew margin: 903 ps
- Horizontal die dimension: between 150 and 200 um
- Number of H-tree levels: 4
- Final period util: 77.1%
- Core area: 22700 sq um
- Total of fill cells in the finished design: 2127
- Count of max-cap constraint violations: 0
- YS warnings: 4
- Detailed placement HPWL: about 20000 um
- Maximum vdd drop: 0.000100 V
- Count of instances resized after the clock tree is built: 0
- TritonCTS clock tree: done
- Critical path data required time: 7840 ps
- Yosys Instances: 969
- Synth cell types: between 70 and 80
- DRC violation total after the first TritonRoute iteration: 512
- Number of buffers added on ports: 81
- Dominant register cell: sky130_fd_sc_hd__dfrtp_1
- Number of standard cells in the layout, taps in and fillers out: 1307
- Number of antenna violations at the first check in global routing: 0
- Async set or reset register ratio after synthesis: ~100%
- Die Span Y: about 150 um
- Maximum net fanout on the critical path: 21
- DR vias: 7953
- Clk Tree Root Cell: sky130_fd_sc_hd__clkbuf_16
- Final worst clock skew: 10.3 ps
- Crit Path Category: in2out
- Area occupied by registers: around 3700 sq um
- Via count of the first global-routing pass: between 7000 and 8000
- I/O Pins: 89
- Final global-route overflow total: 0
- Synthesized area divided by synthesized cell count: 9.57 sq um
- Area of the mapped netlist: 9270 sq um
- Fraction of layout cells with a size suffix above 1: 20.5%
- P&R area growth vs syn: 16.4%
- HP Start: register_dut.halt_req
- Ant. Diodes: 0
- R2R setup slack: 6550 ps
- FMAX: ~130 MHz
- Min-Delay Path Class: reg2reg
- Pre-antenna DRT Iters: 5
- Max-Slew Margin vs Limit: 39.8%
- Global router's overall resource usage: 26.1%
- Sink Count: 145
- Count of tool warnings: 30
- Maximum clock path buffer count: 2
- Final Max Tran Viols: 0
- Initial standard-cell utilization of the core: 40.8%
- Global placer's final weighted congestion: between 0.9 and 1
- Reg2Reg Depth: 8
- Number of post-CTS setup repair buffers: 0
- Logic area: between 5000 and 6000 sq um
- Detail-routed via count per cell: 6.08
- Post-synthesis chip area from yosys: 9270 sq um
- Hold Violations, Final: 0
- Count of flip-flops with a built-in enable after synthesis: 0
- Placement row count: 55
- Hold buffer count at CTS: 0
- Die area: ~24000 sq um
- Data arrival time of the critical path: 5590 ps
- Synthesis-stage register bit count: 145
- End-of-flow core utilization: 47.5%
- Gate Count Post-Synth: 969
- CP Launch Type: input port
- Pleak: a little under 4 nW
- Insertion delay at the late pin of the worst-skew pair: around 420 ps
- Post-layout power: between 1 and 1.5 mW
- Worst setup EP type: output pin
## power breakdown
part / internal [mW] / switching, mW
combinational: 0.0220 / 0.0314
sequential: 0.602 / 0.00226
clock: 0.430 / 0.256
## synthesized netlist by cell type, types with 7 or more instances
cell	instances	area [sq um]
sky130_fd_sc_hd__a21oi_1	80	400
sky130_fd_sc_hd__dfrtp_1	80	2000
sky130_fd_sc_hd__xnor2_1	77	674
sky130_fd_sc_hd__mux2_2	68	766
sky130_fd_sc_hd__a22oi_1	66	495
sky130_fd_sc_hd__dfstp_2	65	1710
sky130_fd_sc_hd__nor2_1	65	244
sky130_fd_sc_hd__nand2_1	59	221
sky130_fd_sc_hd__nand4_1	42	263
sky130_fd_sc_hd__clkbuf_1	37	139
sky130_fd_sc_hd__nand3_1	34	170
sky130_fd_sc_hd__o21ai_0	33	165
sky130_fd_sc_hd__buf_2	23	115
sky130_fd_sc_hd__and3_1	20	125
sky130_fd_sc_hd__xor2_1	20	175
sky130_fd_sc_hd__a31oi_1	14	87.6
sky130_fd_sc_hd__nor3_1	13	65.1
sky130_fd_sc_hd__nor4_1	13	81.3
sky130_fd_sc_hd__or3_1	11	68.8
sky130_fd_sc_hd__buf_4	9	67.6
sky130_fd_sc_hd__and4_1	8	70.1
sky130_fd_sc_hd__a211oi_1	7	52.6
## worst max-delay path by stage
stage	end	from	slack (ps)	cells after the start
final	tim_prdata[31]	tim_paddr[7]	2250	9
after global routing	tim_prdata[10]	tim_paddr[7]	2090	9
after CTS	tim_prdata[31]	tim_paddr[7]	2330	9
## final cells by class
cell class	count	area share [%]
multi-input cells	745	48.0
well taps	285	3.30
flip-flops and latches	145	34.4
clock buffers	20	4.14
inverters	4	0.139
repair buffers	96	8.57
clock inverters	12	1.53
## logic make-up after synthesis
group,share of synthesized area [%]
AOI/OAI and AO/OA,18.1
other,0.0810
and+or+nand+nor,19.0
buffers and inverters,4.36
DFF,40.0
adders and majority gates,0.378
muxes,8.91
xor gates and xnor gates,9.16
## critical path: stages
cell and delay [ps]:
sky130_fd_sc_hd__clkdlybuf4s50_1 400, sky130_fd_sc_hd__or4_4 540, sky130_fd_sc_hd__nor4_4 370, sky130_fd_sc_hd__nand2_1 250, sky130_fd_sc_hd__nor2_2 610, sky130_fd_sc_hd__buf_4 440
sky130_fd_sc_hd__a22oi_1 120, sky130_fd_sc_hd__a21oi_1 360, sky130_fd_sc_hd__clkdlybuf4s50_1 540
## state kept, by name, indices dropped and copies added, names as in the netlist, 4 cells and up
register                    cells
register_dut.div_val            4
register_dut.tcmp0             32
counter_dut.cnt                64
register_dut.tcmp1             32
counter_mode_dut.cnt_limit      8
## metrics by stage
stage	area (sq um)	worst slack, ps
floorplan	9270	4160
global placement	10200	2320
detailed placement	10200	2330
CTS	10800	2330
global route	10800	2090
finish	10800	2250
## metal layers
metal / vias to the layer above / wire, um / track usage, %
met4: 0 / 788 / 6.55
met3: 39 / 2560 / 6.59
li1: 3691 / - / -
met5: - / 0 / 0
met1: 3900 / 13200 / 40.2
met2: 323 / 12900 / 38.1
No activity file was given, so power comes from the tool's default toggle rates.
